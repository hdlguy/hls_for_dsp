**./run.sh**
```bash
#!/bin/bash
# OpenROAD 26Q1-2900-gdf79404cd8, Yosys 0.63+post, stock flow scripts
make -C /OpenROAD-flow-scripts/flow DESIGN_CONFIG=/design/flow/config.mk WORK_HOME=/design/flow/orfs finish
```
**./config.mk**
```make
export PLATFORM = sky130hd
export DESIGN_NAME = linterp
export DESIGN_NICKNAME = linterp
export VERILOG_FILES = /design/flow/design.v
export SDC_FILE = /design/flow/constraint.sdc
export NUM_CORES = 4
export LEC_CHECK = 1
export CORE_UTILIZATION = 40
```
**./constraint.sdc**
```tcl
current_design linterp

set clk_period 29.1
set clk_io_pct 0.2

create_clock -name clk0 -period $clk_period [get_ports {clk}]

set non_clock_inputs [all_inputs -no_clocks]
set_input_delay [expr $clk_period * $clk_io_pct] -clock clk0 $non_clock_inputs
set_output_delay [expr $clk_period * $clk_io_pct] -clock clk0 [all_outputs]
```
**./design.v**
```verilog
module linterp #(
    parameter dwidth = 16,
    parameter Nfft   = 32,   
    parameter iwidth = $clog2(Nfft)
) (
    input  logic              clk,
    input  logic              dv_in,
    input  logic [iwidth-1:0] index_in,
    input  logic [dwidth-1:0] din_real, din_imag,
    input  logic [iwidth-1:0] index_out,
    output logic [Nfft-1:0][dwidth-1:0] dout_real, dout_imag
);
    logic [Nfft-1:0][dwidth-1:0] latch_real, latch_imag;
    logic bank_load;
    always_ff @(posedge clk) begin
        if (dv_in == 1) begin
            latch_imag[index_in] <= din_imag;
            latch_real[index_in] <= din_real;
        end
        if ((index_in == Nfft-1) && (dv_in == 1)) begin
            bank_load <= 1;
        end else begin
            bank_load <= 0;
        end 
        if (bank_load == 1) begin
            dout_imag <= latch_imag;
            dout_real <= latch_real;
        end
    end
endmodule
```
==> Slide: Implementation Results <==
Synthesis and Place & Route Summary

Status
  • Status: completed

Detailed routing
  • Post-route ant nets: 0
  • Drt pass-1 iters: 4
  • Vias/cell: 4.97
  • # DRC: 0
  • Drt total wl: 201,000 µm
  • Wire length per cell: 27.9 µm
  • First DRT Iteration DRCs: 2,256
  • Vias: between 30,000 and 40,000

Place
  • Buffers added on ports: ~1,100
  • Hpwl dp: 128,000 µm
  • Inst Count DP: 6,796
  • Cell Area, Placed: 88,300 µm²
  • Final GP Congestion: ~0.86

Synth
  • Top cells by area: edfxtp_1 (83%), mux2_2 (15%), clkbuf_1 (0.51%), buf_2 (0.50%), mux2_1 (0.33%)
  • Yosys simple share: less than 1%
  • Main flop type after synthesis: edfxtp_1
  • Fa+ha+maj area frac: less than 1%
  • Mapped Area: 74,500 µm²
  • Synth async-reset ratio: 0%
  • Synthesized instance count: between 3,000 and 4,000
  • Yosys stat area: between 70,000 and 80,000 µm²
  • Area share, top type: 82.5%
  • Yosys top cell by area: edfxtp_1
  • Seq cells post-synth: 2,049
  • Post-synth EDFFs: about 2,000
  • Largest non-sequential cell family by area: multiplexers
  • Xor and xnor area share after synthesis: 0.0235%
  • Post-synthesis cell type count: 37
  • Mux frac, synth: 15.5%
  • Yosys warning total: 1
  • AND-OR/OR-AND Cells, Area Fraction: less than 1%
  • Post-synth top cells: edfxtp_1 (2,048), mux2_2 (1,002), clkbuf_1 (101)
  • Syn_area_per_cell: 22.3 µm²
  • Seq/Total Area, Yosys: just over 80%
  • Yosys cell count: 3,348
  • Top-count cell post-synth: edfxtp_1

Clock tree
  • Clk ins delay skew pair: 860 ps
  • CTS tree: built
  • Clk sinks: 2,049
  • CTS Hold Bufs: 0
  • # Post-CTS Setup Buffers: 0
  • H-tree Lvls: 4
  • Clock root cell: clkbuf_16
  • Post_cts resized: 0
  • CTS Buffer Depth: 3
  • Reg clk slew, reported paths: 60 ps
  • Cts bufs inserted: 207

Finish
  • Fraction of layout cells with a size suffix above 1: 30.2%
  • Non-filler cells, final: 7,178
  • Area grow syn2layout: 26.9%
  • FF+latch area: 61,500 µm²
  • # fillers: ~15,000
  • Footprint of the multi-input gates: 12,200 µm²
  • Fin area: 94,600 µm²

Worst setup path
  • Required @ worst endpoint: between 20,000 and 30,000 ps
  • Critical path capture point type: register
  • CP Launch Type: primary input
  • Setup Crit Path Kind: in2reg
  • Critical-path maximum fanout: 18
  • Worst EP arrival: between 9000 and 10,000 ps

Timing
  • Worst Tran Pin Value: around 960 ps
  • Slew Viols, Final: 0
  • Period utilization: between 30% and 40%
  • Fmax achieved: 0.108 GHz
  • Setup violators final: 0
  • WHS: approximately 420 ps
  • Min cycle time layout: ~9000 ps
  • Skew final: roughly 38 ps
  • Rel. slew slack: 35.5%
  • Unrepaired setup endpoints after global routing: false
  • Fin Setup TNS: 0 ps
  • Final Hold Viols: 0

Floorplan
  • Die height: 434 µm
  • Core box area: 185,000 µm²
  • Num ports: ~1,100
  • Row count: 158
  • Die X: 434 µm
  • Die Size: around 190,000 µm²
  • Fp_density: 40.2%

GRT
  • First-pass GRT wire length: approximately 270,000 µm
  • Global route overflow: 0
  • Number of antenna violations at the first check in global routing: 8
  • Vias in the first global route: ~35,000
  • Pin count of the biggest net entering global routing: 116
  • All-Layer GR Usage: 23.1%

Power
  • Power Density: 65.2 nW/µm²
  • Leakage: 0.0314 µW
  • VDD IR max: 0.0000558 V

Flow run
  • Max Cap Viol: 0
  • OpenROAD warnings: 47

Worst hold path
  • Hold Path Class: reg2reg
[report_power, final]
part           switching [µW]  internal [µW]  total (µW)
sequential               41.9           3380        3430
clock                    1110           1390        2500
combinational             131            108         240
[placed cells by master (no fill, tap or decap), drive strengths merged]
master | Yosys | routed
o21ai | 1 | 1
o31ai | 1 | 1
clkinvlp | 0 | 1
nand2b | 4 | 4
dfxtp | 1 | 1
or4 | 3 | 3
nand3 | 5 | 5
mux2 | 1024 | 1024
inv | 3 | 12
and3b | 1 | 1
nand4 | 1 | 1
or3b | 1 | 1
nor3 | 1 | 1
bufinv | 0 | 8
nor4b | 1 | 1
mux2i | 3 | 3
nand2 | 13 | 13
nor3b | 4 | 4
nand3b | 4 | 4
o311ai | 1 | 1
nor2b | 2 | 2
edfxtp | 2048 | 2048
clkinv | 0 | 93
nor4 | 5 | 5
nor2 | 14 | 14
ha | 3 | 3
buf | 96 | 116
clkbuf | 103 | 265
xor2 | 1 | 1
diode | 0 | 6
xnor2 | 1 | 1
or3 | 3 | 3
clkdlybuf4s50 | 0 | 1051
[cell type report]
class / instances / area share (%)
flip-flops and latches: 2049 / 65.0
multi-input cells: 1097 / 12.9
repair buffers: 1167 / 12.1
clock buffers: 265 / 5.75
well taps: 2480 / 3.28
clock inverters: 111 / 0.955
diodes: 6 / 0.0159
inverters: 3 / 0.0119
[worst max-delay path, stage by stage]
cell             delay [ps]
clkdlybuf4s50_1         680
inv_1                    90
ha_1                    270
nand2b_1                120
nor2_1                   50
ha_1                    250
or3b_1                  440
or4_1                   540
nor2_4                  620
buf_4                   520
mux2_2                  380
[sequential cells by signal (all words and copies together) (netlist names)]
register and count:
latch_imag 512, bank_load 1, dout_imag 512, latch_real 512
dout_real 512
[cell families after synthesis]
family | count (synthesis)
and+or+nand+nor | 62
buffers and inverters | 202
DFF | 2049
xor gates and xnor gates | 2
adders and majority gates | 3
muxes | 1027
AOI/OAI and AO/OA | 3
[through the flow]
| step | setup slack [ps] | util, % | power (µW) |
|---|---|---|---|
| 4_1_cts | 19840 | 51.1 | 6230 |
| 5_1_grt | 19600 | 51.1 | 6370 |
| 6_report | 19820 | 51.1 | 6170 |
| 3_5_place_dp | 18900 | 47.6 | 3730 |
| 3_3_place_gp | 18970 | 47.6 | 3720 |
| 2_1_floorplan | 4850 | - | 3610 |
[worst paths after layout]
kind	start	to	slack, ps	depth (start not counted)
max	index_in[0]	latch_imag[493]	19820	11
min	latch_imag[20]	dout_imag[20]	420	0
max reg2reg	bank_load	dout_imag[222]	24640	5
min reg2reg	latch_imag[20]	dout_imag[20]	420	0
[metal layers]
| metal | part of all wire (%) | track usage [%] |
|---|---|---|
| met1 | 33 | 29.9 |
| met2 | 49 | 34.6 |
| met3 | 12 | 11.8 |
| met4 | 5.3 | 9.38 |
| met5 | 0.044 | 0.494 |
Power figures rest on the tool's default switching activity, not on a simulated workload.
