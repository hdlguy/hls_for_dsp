File: flow/run.sh
#!/bin/bash
# OpenROAD 26Q1-2900-gdf79404cd8, Yosys 0.63+post, stock flow scripts
make -C /OpenROAD-flow-scripts/flow DESIGN_CONFIG=/design/flow/config.mk WORK_HOME=/design/flow/orfs finish
File: flow/config.mk
export PLATFORM = sky130hd
export DESIGN_NAME = win
export DESIGN_NICKNAME = win
export VERILOG_FILES = /design/flow/design.v
export SDC_FILE = /design/flow/constraint.sdc
export NUM_CORES = 4
export LEC_CHECK = 1
export CORE_UTILIZATION = 50
File: flow/constraint.sdc
current_design win

set clk_period 8.3
set clk_io_pct 0.2

create_clock -name clk0 -period $clk_period [get_ports {clk}]

set non_clock_inputs [all_inputs -no_clocks]
set_input_delay [expr $clk_period * $clk_io_pct] -clock clk0 $non_clock_inputs
set_output_delay [expr $clk_period * $clk_io_pct] -clock clk0 [all_outputs]
File: flow/design.v
module win #(
    parameter Dwidth = 16,
    parameter Nwin = 32,
    parameter Iwidth = 5
)  (
    input  logic              clk,
    input  logic              dv_in,
    input  logic [Iwidth-1:0] index_in,
    input  logic [Dwidth-1:0] din_imag, din_real,
    output logic              dv_out,
    output logic [Iwidth-1:0] index_out,
    output logic [Dwidth-1:0] dout_imag, dout_real
);
    const logic [Nwin-1:0][Dwidth-1:0] win = {
        16'd0,
        16'd335,
        16'd1328,
        16'd2937,
        16'd5096,
        16'd7717,
        16'd10693,
        16'd13903,
        16'd17213,
        16'd20490,
        16'd23599,
        16'd26412,
        16'd28815,
        16'd30708,
        16'd32016,
        16'd32683,
        16'd32683,
        16'd32016,
        16'd30708,
        16'd28815,
        16'd26412,
        16'd23599,
        16'd20490,
        16'd17213,
        16'd13903,
        16'd10693,
        16'd7717,
        16'd5096,
        16'd2937,
        16'd1328,
        16'd335,
        16'd0
    };
    logic [Dwidth-1:0] din_imag_reg, din_real_reg;
    logic [Dwidth-1:0] win_reg;
    logic [Dwidth*2-1:0] prod_imag, prod_real;
    const logic [Dwidth*2-1:0] round_word = 2**(Dwidth-2);
    logic dv_in_reg, dv_in_reg_reg;
    logic [Iwidth-1:0] index_in_reg, index_in_reg_reg;
    always_ff @(posedge clk) begin
        dv_in_reg <= dv_in; 
        index_in_reg <= index_in;
        din_imag_reg <= din_imag;
        din_real_reg <= din_real;
        win_reg <= win[index_in];
        dv_in_reg_reg <= dv_in_reg; 
        index_in_reg_reg <= index_in_reg;
        prod_imag <= (signed'(din_imag_reg) * signed'(win_reg)) + signed'(round_word);  
        prod_real <= (signed'(din_real_reg) * signed'(win_reg)) + signed'(round_word);
        dv_out <= dv_in_reg_reg;
        index_out <= index_in_reg_reg;
        dout_imag <= prod_imag[Dwidth*2-1-1:Dwidth*2-1-Dwidth]; 
        dout_real <= prod_real[Dwidth*2-1-1:Dwidth*2-1-Dwidth];
    end
endmodule
==> notes.md <==
yosys + openroad results -> status finished clean, row cnt 75, critical path class reg -> reg, DRT iter0 DRCs 513, Max-slew headroom 43.8%, drt total wl 44,500 um, CTS Hold Bufs 0, ys async rst share 0%, Placed Area 22,800 um2, critical path startpoint category register, Warnings, synthesis 1, initial antenna violation count 0, setup slack, reg-to-reg 1870 ps, clk latency late pin 480 ps, Fin Setup TNS 0 ps, Antenna diodes 0, crit path max fanout 22, chip area in the Yosys report 21,600 um2, Chip Area 44,000 um2, Die X 210 um, Via density 4.98, sequential area share after synthesis 12.0%, fp_density 51.1%, gpl congestion 0.881, total core area 42,200 um2, Log Warnings 35, Synth Cell Area 21,600 um2, CTS Buf Count 17, Fin. Hold Viols 0, Detail Placement HPWL 33,400 um, count of final setup violators 0, Period minus WS final 6430 ps, WL/cell 15.7 um, worst-path cell with the longest stage delay dfxtp_1, # clock sinks 129, crit path DAT 6790 ps, post-layout period usage 77.4%, RSZ-0062 raised after global routing false, cts repair resizes 0, CP required 8670 ps, pin count of the biggest net entering global routing 41, CP Cell Sequence buf_4, and2_1, fa_1, inv_1, fa_1, fa_1, fa_1, inv_1, fa_1, inv_1, fa_1, inv_1, ha_1, o21a_1, o21a_1, o21ai_0, a21oi_1, nand3_1, a21oi_2, nor3_1, a311o_1, DRC viols 0, max_cap viols 0, port bufs 76, Layout Skew 12.5 ps, maximum clock path buffer count 2, fmax 156 MHz, DR pass1 iterations 4, flip-flops with a built-in enable 0, final instance area 23,500 um2, synth unique cells 57, vias in the first global route 15,800, Flops after synth 129, Area Growth Syn to Fin 8.85%, Vias 14,100, synthesized instance count 2,263, Least-Margin Pin Slew 842 ps, Tot GR Track Use 24.5%, first-pass GRT wire length 78,300 um, endpoint class of the critical path register, Most common reg cell dfxtp_1, Crit path top cell by count fa_1, layout cells sized above 1 3.04%, I/O pins 77, Worst path max stage delay 590 ps, gr ovfl total 0, Fillers 3,693, # H-tree levels 4, CTS root buf clkbuf_16, Die Y 210 um, CTS tree built, antenna-violating nets left 0, final max-slew violation count 0, Hold Crit Class reg -> reg, Syn Area/Cell 9.54 um2, post-CTS setup buffer count 0, ys cells 2,263, Reg clk slew, reported paths 70 ps
==> kinds of logic (layout without fill, tap and decap cells) <==
kind of cell	count (synthesis)	in the layout	share of synthesized area, %
buffers and inverters	682	720	11.9
adder cells (fa/ha/maj)	674	674	55.8
AND/OR/NAND/NOR	594	594	13.6
flip-flops	129	129	12.0
AND-OR/OR-AND	124	124	3.92
XOR/XNOR	52	52	2.11
multiplexers	8	8	0.725
==> layer usage <==
metal  track usage (%)  up-vias  share of wire, %
met1              35.5     7163                41
met5                 0        -                 0
met3              7.50       43               6.4
met2              39.6      308                51
met4              3.45        0               1.8
li1                  -     6627                 -
==> final cells by class <==
cell class	instances	area, um2	share of cell area, %
clock buffer	18	429	1.83
tap	539	674	2.87
inverter	591	2220	9.44
timing repair buffer	97	918	3.91
sequential	129	2580	11.0
clock inverter	14	230	0.980
multi-input combinational	1452	16400	70.0
==> Yosys cell counts (all sizes together), types with 8 or more instances <==
library cell,number,area (um2)
and2,243,1520
fa,480,9610
o21ai,34,170
a21oi,29,153
inv,590,2210
nor2,39,146
nand2,263,987
ha,194,2430
dfxtp,129,2580
nor3,11,55.1
nand3,8,40.0
a211oi,9,67.6
xor2,12,105
clkbuf,87,327
xnor2,40,350
==> final timing paths <==
check                start       endpoint  cells past startpoint
max             win_reg[6]  prod_imag[29]                     21
min          prod_imag[22]   dout_imag[7]                      0
max reg2reg     win_reg[6]  prod_imag[29]                     21
min reg2reg  prod_imag[22]   dout_imag[7]                      0
==> placed cells by master, fill, tap and decap left out, types with 8 or more instances in the layout <==
master           synthesis  layout
o21ai_0                 30      30
clkdlybuf4s50_1          0      76
a211oi_1                 9       9
clkbuf_16                0      17
inv_1                  590     590
xor2_1                  12      12
nand3_1                  8       8
buf_4                    0      21
nor2_1                  39      39
a21oi_1                 27      27
dfxtp_1                129     129
ha_1                   194     194
nor3_1                  11      11
nand2_1                263     263
and2_1                 243     243
xnor2_1                 40      40
fa_1                   480     480
==> per-stage QoR <==
stage                     setup WS [ps]  instances  utilization, %  hold slack, ps
final                              1870       2840            55.6             315
after global routing               1500       2840            55.6             324
after CTS                          1840       2840            55.6             314
after detailed placement           1850       2808            54.1             312
after global placement             1950       2808            54.1             310
after floorplan                    2220       2263               -             310
==> worst max-delay path: cells and delay by family, from the launching register on <==
family | cells | cell delay (ps)
adder cells (fa/ha/maj) | 7 | 3130
AND/OR/NAND/NOR | 3 | 580
buffers and inverters | 5 | 550
AND-OR/OR-AND | 6 | 1410
flip-flops | 1 | 590
